<file path="design/flow/run.sh">
#!/bin/bash
# OpenROAD 26Q1-2900-gdf79404cd8, Yosys 0.63+post, stock flow scripts
make -C /OpenROAD-flow-scripts/flow DESIGN_CONFIG=/design/flow/config.mk WORK_HOME=/design/flow/orfs finish
</file>
<file path="design/flow/config.mk">
export PLATFORM = sky130hd
export DESIGN_NAME = SDRAM
export DESIGN_NICKNAME = SDRAM
export VERILOG_FILES = /design/flow/design.v
export SDC_FILE = /design/flow/constraint.sdc
export NUM_CORES = 4
export LEC_CHECK = 1
export CORE_AREA = 10 10 70 70
export DIE_AREA = 0 0 80 80
</file>
<file path="design/flow/constraint.sdc">
current_design SDRAM

set clk_period 1.8
set clk_io_pct 0.2

create_clock -name clk0 -period $clk_period [get_ports {clk}]

set non_clock_inputs [all_inputs -no_clocks]
set_input_delay [expr $clk_period * $clk_io_pct] -clock clk0 $non_clock_inputs
set_output_delay [expr $clk_period * $clk_io_pct] -clock clk0 [all_outputs]
</file>
<file path="design/flow/design.v">
`timescale 1ns / 1ps
module SDRAM(
  input wire clk,
  input wire rst_n,
  inout wire [11:0] sdram_dq,
  output wire sdram_we,
  output wire sdram_cas_n,
  output wire sdram_ras_n,
  output wire sdram_cs_n,
  output wire sdram_clk
    );
  parameter SDRAM_WIDTH = 12;
  parameter SDRAM_SIZE = 16;   
  reg [11:0] sdram_addr;
  reg [1:0] sdram_ba;
  reg [1:0] sdram_dqm;
  reg sdram_cke;
  reg [SDRAM_SIZE-1:0] sdram_data;
  localparam [2:0]
    INIT = 3'b000,
    PRECHARGE = 3'b001,
    ACTIVATE = 3'b010,
    READ = 3'b011,
    WRITE = 3'b100;
  reg [2:0] sdram_state;
  always @(posedge clk or negedge rst_n) begin
    if (~rst_n) begin
      sdram_state <= INIT;
    end else begin
      case (sdram_state)
        INIT: begin
          sdram_state <= PRECHARGE;
        end
        PRECHARGE: begin
          sdram_state <= ACTIVATE;
        end
        ACTIVATE: begin
          sdram_state <= READ;
        end
        READ: begin
          sdram_state <= WRITE;
        end
        WRITE: begin
          sdram_state <= READ;
        end
      endcase
    end
  end
  assign sdram_dq = sdram_data;
  assign sdram_we = (sdram_state == WRITE);
  assign sdram_cas_n = (sdram_state != READ);
  assign sdram_ras_n = (sdram_state != READ);
  assign sdram_cs_n = (sdram_state != INIT);
  assign sdram_clk = sdram_cke & clk;
endmodule
</file>
==> qor.csv <==
metric,value,unit
power,0.186,mW
tritoncts,yes,
cp.arrival,1340,ps
floorplan.core_util,4.76,%
crit_required,1440,ps
seqPwrFrac,36.4,%
finalCriticalPeriod,1700,ps
dr.pass1.iters,2,
clockBufferDepth,2,
drive_gt1_share,40.0,%
worst_setup_path_start_kind,flop,
warnings,37,
fp-row-count,21,
clk_latency,230,ps
grt_remaining_overflow,0,
htree_levels,1,
cp_max_fo,6,
yosys_area,163,um^2
design_area,315,um^2
synth_cell_types,11,
die_h,80,um
area_delta_synth_final,93.8,%
status,completed,
io_buffers,5,
end_kind,output port,
untimed_endpoints,12,
regMostFlops,sdram_state,
crit_type,flop to output port,
hold_viol,0,
numCtsBuffers,3,
drv_slew,0,
layout_top_cells,"clkbuf_4 (3), dlymetal6s2s_1 (3), buf_4 (3)",
grt_usage,1.32,%
yosys.area.top_type,dfrtp_1,
hold_path_class,primary input to async pin,
synth_top_area_share,46.2,%
p_int,0.153,mW
finClkSkew,0.757,ps
drt-initial-drc-count,2,
setup_violations,0,
top_cells_by_area,"dfrtp_1 (46%), and2b_2 (11%), buf_4 (9.2%)",
grt_first_pass_wirelength,600,um
viasPerCell,1.86,
powerDensity,591,nW/um^2
diodes,0,
place_area,255,um^2
syn_area,163,um^2
chipArea,6400,um^2
antenna_found_initial,0,
holdWs,311,ps
wire_per_inst,5.82,um
finalClockPeriodUsage,94.2,%
fp.dieW,80,um
yosysCellCount,15,
setup_tns,0,ps
n_fill_cell,398,
p_leak,0.110,nW
hold_buffers,0,
reg.largest.list,sdram_state: 3 flops,
io_pins,19,
synth_seq_share,46.2,%
p_comb_share,1.7,%
rsz0062_at_grt,false,
maxCapViolCount,0,
grt_pass1_vias,140,
synth_flops,3,
synth.avg_cell_area,10.8,um^2
drc_errors,0,
max_freq,0.590,GHz
sw_frac_of_total,18.1,%
clockPowerShare,61.9,%
root_buffer,clkbuf_4,
routed_wl,413,um
cts.sinks,3,
path_clk_slew,40,ps
ir_worst_vdd,113,uV
synthCells,15,
num_vias,132,
core,3420,um^2
yosys_warnings,2,
gp_congestion,0.636,
detail-route-antenna-nets,0,
largest_reg_flops,3,
grt_max_degree,7,
p_switching,0.0337,mW
through the flow:
stage / utilization (%) / instances / worst slack (ps)
finish: 9.23 / 71 / 104
global route: 9.23 / 71 / 12.8
CTS: 8.75 / 70 / 3.87
detailed placement: 7.47 / 64 / 219
global placement: 7.47 / 64 / 239
floorplan: - / 15 / 650
per-layer routing:
metal | track usage (%) | part of all wire [%] | vias up | wire (um)
met2 | 1.36 | 37 | 6 | 152
met5 | 0 | 0 | - | 0
met1 | 0.998 | 33 | 61 | 136
met4 | 0.704 | 0 | 0 | 0
met3 | 2.39 | 30 | 0 | 124
li1 | - | - | 65 | -
area by class of cell:
type / instances / area [um^2] / share of cell area, %
repair buffers: 8 / 80.1 / 25.4
flip-flops and latches: 3 / 76.3 / 24.2
multi-input cells: 10 / 75.1 / 23.8
well taps: 46 / 57.6 / 18.3
clock buffers: 4 / 26.3 / 8.33
path summary, 6_finish.rpt:
kind	start	endpoint	slack, ps	cells after the start
worst max-delay path	sdram_state[0]	sdram_we	100	2
max in group asynchronous	rst_n	sdram_state[2]	1340	1
worst min-delay path	rst_n	sdram_state[2]	310	1
worst max register to register	sdram_state[2]	sdram_state[1]	730	4
worst min register to register	sdram_state[2]	sdram_state[2]	600	1
min in group clk0	sdram_state[2]	sdram_state[2]	600	1
cell families (layout without fill, tap and decap cells):
kind of cell,Yosys count,in the layout,synth area share (%)
AND/OR/NAND/NOR,5,5,21.5
AND-OR/OR-AND,1,1,3.07
XOR/XNOR,1,1,5.39
multiplexers,1,1,6.15
buffers and inverters,2,12,9.23
flip-flops,3,3,46.2
adder cells (fa/ha/maj),1,1,6.15
other,1,1,2.31
worst max-delay path, cell delays in order (launching register included):
cell             delay, ps
dfrtp_1                410
nor3b_1                200
clkdlybuf4s50_1        500
power by group through the flow:
stage	combinational (mW)	sequential (mW)	clock (mW)
finish	0.00314	0.0678	0.115
global route	0.00355	0.0678	0.130
CTS	0.00340	0.0678	0.124
Yosys cell counts (all sizes together):
cell	n
a21oi	1
and2b	2
buf	2
conb	1
dfrtp	3
maj3	1
mux2i	1
nand2	1
nor3b	1
or3	1
xnor2	1
what timing repair did:
action | CTS | global route
resized | 1 | 4
pin swaps | 0 | 2
setup buffers | 2 | 1
cloned | 0 | 0
endpoints found under the setup margin | 3 | 3
Power figures rest on the tool's default switching activity, not on a simulated workload.
