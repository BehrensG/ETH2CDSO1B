File: design.v
`timescale 1ns / 1ps
module AD9288(
  input wire clk,
  input wire rst_n,
  inout wire [7:0] adc_data,
  output reg adc_cs_n,
  output reg adc_wr_n,
  output reg adc_rd_n,
  output wire adc_busy
    );
  localparam IDLE = 2'b00;
  localparam START_CONVERSION = 2'b01;
  localparam READ_DATA = 2'b10;
  reg [1:0] adc_state;
  reg [7:0] adc_output;
  assign adc_data = adc_output;
  assign adc_busy = (adc_state != IDLE);
  always @(posedge clk or negedge rst_n) begin
    if (~rst_n) begin
      adc_state <= IDLE;
      adc_output <= 8'b0;
      adc_cs_n <= 1;
      adc_wr_n <= 1;
      adc_rd_n <= 1;
    end else begin
      case (adc_state)
        IDLE: begin
          if (adc_start) begin
            adc_state <= START_CONVERSION;
            adc_cs_n <= 0;   
            adc_wr_n <= 0;   
          end
        end
        START_CONVERSION: begin
          adc_state <= READ_DATA;
          adc_wr_n <= 1;   
          adc_rd_n <= 0;   
        end
        READ_DATA: begin
          adc_output <= adc_data;   
          adc_rd_n <= 1;            
          adc_cs_n <= 1;            
          adc_state <= IDLE;        
        end
      endcase
    end
  end
endmodule
File: run.sh
#!/bin/bash
# OpenROAD 26Q1-2900-gdf79404cd8, Yosys 0.63+post, stock flow scripts
make -C /OpenROAD-flow-scripts/flow DESIGN_CONFIG=/design/flow/config.mk WORK_HOME=/design/flow/orfs finish
File: config.mk
export PLATFORM = sky130hd
export DESIGN_NAME = AD9288
export DESIGN_NICKNAME = AD9288
export VERILOG_FILES = /design/flow/design.v
export SDC_FILE = /design/flow/constraint.sdc
export NUM_CORES = 4
export LEC_CHECK = 1
export CORE_AREA = 10 10 70 70
export DIE_AREA = 0 0 80 80
File: constraint.sdc
current_design AD9288

set clk_period 1.3
set clk_io_pct 0.2

create_clock -name clk0 -period $clk_period [get_ports {clk}]

set non_clock_inputs [all_inputs -no_clocks]
set_input_delay [expr $clk_period * $clk_io_pct] -clock clk0 $non_clock_inputs
set_output_delay [expr $clk_period * $clk_io_pct] -clock clk0 [all_outputs]
==> impl_metrics.csv <==
group,metric,value,unit
run_status,status,"finished, final reports clean",
global_routing,grt_usage,1.465,%
die,fp.dieW,80,um
synth,synth-edff-count,0,
route,wl,531,um
placed_design,place_hpwl,404,um
final_timing,rsz0062_at_grt,"false",
clock_tree,root_buffer,"clkbuf_4",
global_routing,grt_pass1_wl,793,um
worst_setup_path,crit_path_top_delay_cell,"dfstp_2",
worst_setup_path,max_stage_delay,0.52,ns
die,ios,14,
placed_design,pre_cts_ws,-0.04226,ns
synth,synth_flops,5,
clock_tree,numCtsBuffers,3,
global_routing,antenna_found_initial,0,
synth,top_cells_by_count,"buf_4, dfstp_2, ha_1, inv_1",
placed_design,place_congestion,0.7998,
die,chipArea,0.006400,sq mm
final_timing,drv_slew,0,
placed_design,placed_area,394.1,sq um
worst_setup_path,path_class,"register to primary output",
route,avgViaCountPerCell,2.140,
flow_run,max_cap_viol_count,0,
die,core_area,0.003416,sq mm
route,dr.first_iter.drc_count,4,
synth,top_cell_area_share,27.16,%
power,peakVddDrop,133.9,uV
synth,yosys_area,290.3,sq um
cells_and_area,fill_cells,397,
synth,synth_top_cell_by_count,"buf_4",
route,drt_pass1_iterations,2,
global_routing,grt_max_degree,6,
route,drc,0,
power,netSwitchingPower,0.06933,mW
worst_setup_path,path_buffers,1,
die,die_y,80,um
clock_tree,clk-insertion-delay-late,0.24,ns
worst_setup_path,crit_arrival,0.96,ns
synth,yosysWarnings,3,
worst_setup_path,crit_chain,"dlygate4sd2_1",
clock_tree,ctsHoldBuffers,0,
cells_and_area,area_growth,53.88,%
clock_tree,clk_path_buf_depth,2,
synth,synthCells,25,
hold_path,hp-class,"input pin to asynchronous set/reset pin",
power,power_density,771.8,mW/mm^2
final_timing,fmax,819.2,MHz
route,wl_per_cell,6.174,um
final_timing,finalSetupViolCount,0,
worst_setup_path,critPathLaunchType,"register",
power,seqPwrFrac,45.4,%
synth,synth.top_cells.by_area,"dfstp_2, buf_4, dfrtp_1",
power,p_leak,0.2267,nW
cells_and_area,drive_gt1_share,47.50,%
synth,yosysSeqAreaShare,44.40,%
power,p_int,0.2754,mW
clock_tree,cts_num_sinks,5,
route,vias,184,
global_routing,grt_pass1_vias,198,
power,clockPowerShare,52.7,%
route,antenna_cells,0,
die,fp_util,8.498,%
cells_and_area,postLayoutCellArea,446.7,sq um
final_timing,finalCritPeriodShare,93.90,%
power,p_comb_share,1.9,%
worst_setup_path,critPathMaxFanout,2,
final_timing,finalWorstSetupSlack,0.07930,ns
clock_tree,cts_htree_levels,1,
global_routing,grt-ovfl-total,0,
synth,ys_async_sr_fraction,100.0,%
worst_setup_path,cp_top_family,"flip-flops",
synth,synth.distinct_cells,9,
die,rows,21,
flow_run,warnings,28,
synth,ys_cells,25,
worst_setup_path,end_kind,"primary output",
final_timing,skew,0.001183,ns
worst_setup_path,r2r_cells,5,
worst_setup_path,required,1.04,ns
final_timing,period_needed,1.221,ns
clock_tree,cts_tree,"built",
synth,top_area_cell,"dfstp_2",
power,power.share.switching,20.11,%
synth,synthesis.area,290.3,sq um
final_timing,final_hold_viol_count,0,
synth,ff_type,"dfstp_2",
worst_setup_path,worst-path-stages,1,
placed_design,io_buffers,5,
synth,syn_avg_cell_area,11.61,sq um
route,antenna_left,0,
clock_tree,clk_pin_slew,0.04,ns
-- registers in the layout (all words and copies together) (netlist names) --
signal / cells
adc_state: 2
adc_cs_n: 1
adc_rd_n: 1
adc_wr_n: 1
-- per-stage QoR --
| step | power, mW | hold slack (ns) | setup TNS [ns] | utilization, % | std cells |
|---|---|---|---|---|---|
| floorplan | 0.1757 | -0.03559 | 0 | - | 32 |
| global placement | 0.1669 | 0.4980 | -0.04918 | 11.54 | 79 |
| detailed placement | 0.1663 | 0.4994 | -0.04226 | 11.54 | 79 |
| CTS | 0.3484 | 0.2438 | -0.08219 | 12.45 | 84 |
| global route | 0.3626 | 0.2474 | 0 | 13.08 | 86 |
| finish | 0.3448 | 0.2359 | 0 | 13.08 | 86 |
-- cell type report --
cell class	instances	area [sq um]	share of cell area [%]
flip-flops and latches	5	128.9	28.85
multi-input cells	16	128.9	28.85
repair buffers	12	93.84	21.01
well taps	46	57.56	12.89
clock buffers	4	26.28	5.882
inverters	3	11.26	2.521
-- power by group through the flow --
stage	clock network (mW)	registers [mW]	logic (mW)
CTS	0.184	0.157	0.00782
global route	0.198	0.156	0.00862
finish	0.182	0.157	0.00659
-- layer usage --
layer | global-route usage, % | wire (um) | vias to the layer above
met4 | 0.8803 | 7 | 0
met3 | 0.4545 | 53 | 2
met5 | 0 | 0 | -
met1 | 2.152 | 283 | 80
li1 | - | - | 89
met2 | 1.766 | 187 | 13
-- worst paths after layout --
path / to / slack, ns / from
min: adc_state[1] / 0.24 / rst_n
min in group clk0: adc_wr_n / 0.57 / adc_wr_n
min reg2reg: adc_wr_n / 0.57 / adc_wr_n
max reg2reg: adc_state[1] / 0.10 / adc_state[1]
max: adc_rd_n / 0.08 / adc_rd_n
max in group asynchronous: adc_rd_n / 0.81 / rst_n
-- cells in the final DEF, fill, tap and decap left out, drive strengths merged --
cell	instances
inv	3
dfstp	3
or2	2
clkbuf	5
buf	7
clkdlybuf4s50	1
mux2	2
conb	8
ha	3
dfrtp	2
dlygate4sd2	3
nor2b	1
-- repair_timing --
item                                    CTS  global route
endpoints found under the setup margin    4             1
gates resized                             6             4
pin swaps                                 0             1
endpoints found under the hold margin     0             0
setup buffers                             1             2
-- cells by family after synthesis --
kind of cell | count (synthesis) | share of synthesized area, %
DFF | 5 | 44.40
muxes | 2 | 10.35
and+or+nand+nor | 3 | 6.466
adders and majority gates | 3 | 12.93
buffers and inverters | 11 | 24.57
other | 1 | 1.292
Power is estimated from default activity; no workload was simulated.
